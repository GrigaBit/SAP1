## run.sh

```bash
#!/bin/bash
# OpenROAD 26Q1-2900-gdf79404cd8, Yosys 0.63+post, stock flow scripts
make -C /OpenROAD-flow-scripts/flow DESIGN_CONFIG=/design/flow/config.mk WORK_HOME=/design/flow/orfs finish
```

## config.mk

```make
export PLATFORM = sky130hd
export DESIGN_NAME = ProgramCounter
export DESIGN_NICKNAME = ProgramCounter
export VERILOG_FILES = /design/flow/design.v
export SDC_FILE = /design/flow/constraint.sdc
export NUM_CORES = 4
export LEC_CHECK = 1
export CORE_AREA = 10 10 70 70
export DIE_AREA = 0 0 80 80
```

## constraint.sdc

```tcl
current_design ProgramCounter

set clk_period 1.3
set clk_io_pct 0.2

create_clock -name clk0 -period $clk_period [get_ports {clk}]

set non_clock_inputs [all_inputs -no_clocks]
set_input_delay [expr $clk_period * $clk_io_pct] -clock clk0 $non_clock_inputs
set_output_delay [expr $clk_period * $clk_io_pct] -clock clk0 [all_outputs]
```

## design.v

```verilog
module ProgramCounter (
    input clk,
    input reset,
    input CE,        
    input CO,        
    output reg [3:0] NextAdress,
    output reg [3:0] BusOut
);
always @(posedge clk) begin
    if (reset) begin
        NextAdress <= 4'b0000;
    end else if (CE) begin
        NextAdress <= NextAdress + 1;
    end 
    if (CO) begin
        BusOut <= NextAdress;
    end
end
endmodule
```

==> impl_metrics.py <==
# Flow results
metrics = {
    "critical_path": {
        "critical_path_class": "register to primary output",
        "crit_path_cell_trace": "clkdlybuf4s50_1",
        "rrSetupSlack_ns": 0.25,
        "cp.depth": 1,
        "reg2regPathDepth": 4,
        "critPathArrivalTime_ns": 1.01,
        "critPathMaxFanout": 1,
        "crit_buf_inv": 1,
        "endpoint_kind": "primary output",
        "cp-start-kind": "register",
        "crit_family": "buffers and inverters",
        "slowest_stage": "clkdlybuf4s50_1",
        "critPathMaxStageDelay_ns": 0.46,
        "crit_required_ns": 1.04,
    },
    "logic_synthesis": {
        "syn-cell-area_um2": 299.0,
        "ys_seq_frac": 0.6695,
        "mux_share": 0.08368,
        "ys.flops": 8,
        "top_area_frac": 0.4017,
        "synth_top_cell_by_area": "edfxtp_1",
        "syn_inst": 20,
        "adder_share": 0.04184,
        "ys_warn_count": 1,
        "logic_family": "simple AND/OR/NAND/NOR gates",
        "synth_chip_area_um2": 299.0,
        "yosys-stat-cells": 20,
        "aoi_share": 0.05021,
        "postSynthAreaPerCell_um2": 14.95,
        "simple_gate_share": 0.1255,
        "synthXorXnorAreaFrac": 0.02929,
        "netlist-cell-type-count": 12,
        "topCellsByArea": "edfxtp_1, dfxtp_1, mux2_4",
    },
    "power": {
        "p_leak_nw": 0.2648,
        "ir_worst_vdd_uv": 175.2,
        "p_total_mw": 0.5339,
        "powerDensity_nw_per_um2": 987.7,
    },
    "clock_tree": {
        "holdBufCountCts": 0,
        "cts-root-buf": "clkbuf_4",
        "numCtsBuffers": 3,
        "htreeDepth": 1,
        "clock_sinks": 8,
        "cts_tree": "yes",
        "path_clk_slew_ns": 0.05,
        "cts_buffer_depth": 2,
        "insertion_delay_ns": 0.24,
    },
    "sta": {
        "setup_ws_ns": 0.02864,
        "skew_ns": 0.0007115,
        "setup_viol": 0,
        "tightestPinTransition_ns": 0.1724,
        "fmax_mhz": 786.6,
        "drv_slew": 0,
        "post-route-min-period_ns": 1.271,
        "maxSlewHeadroom": 0.8847,
        "fin_tns_setup_ns": 0,
        "period_used_share": 0.9780,
        "grt_setup_unrepaired": "false",
        "whs_ns": 0.5362,
        "hold_viol_final": 0,
    },
    "grt": {
        "antenna_found_initial": 0,
        "grt_pass1_vias": 234,
        "grt_pass1_wl_um": 993,
        "grt_max_degree": 5,
        "grtUsageTotal": 0.01841,
        "grt_remaining_overflow": 0,
    },
    "floorplan": {
        "ioPinCount": 12,
        "die_y_um": 80,
        "die_area_um2": 6400,
        "core-area_um2": 3416,
        "fp_util": 0.08755,
        "row_count": 21,
        "die_width_um": 80,
    },
    "job": {
        "warnings": 25,
        "maxCapViolations": 0,
    },
    "worst_hold_path": {
        "hold_path_depth": 1,
        "worstHoldPathType": "register to register",
    },
    "placed_design": {
        "portBuffers": 11,
        "placed_cells": 81,
        "post-place-ws_ns": 0.02698,
        "place_area_um2": 496.7,
        "finalWeightedCongestion": 0.7506,
    },
    "status": {
        "status": "completed",
    },
    "route": {
        "num_antenna_cells": 0,
        "drt_iter0_drc": 16,
        "drcViolationCount": 0,
        "vias_per_cell": 2.488,
        "ant_nets": 0,
        "routed_wl_um": 636,
        "first_pass_iters": 2,
        "vias": 214,
        "wl_per_cell_um": 7.395,
    },
    "cells_and_area": {
        "fin_util": 0.1582,
        "area_growth_pct": 80.75,
        "stdcell_count": 86,
        "stdcell_area_um2": 540.5,
        "drive_gt1_frac": 0.3750,
    },
}
[flip-flops by register name, summed over array words and instances (netlist names)]
signal      flops
BusOut          4
NextAdress      4
[per-layer routing]
metal / routed length, µm / vias to the layer above / GRT usage
met4: 15 / 0 / 0.01056
met5: 0 / - / 0
li1: - / 114 / -
met3: 70 / 2 / 0.007955
met2: 271 / 9 / 0.02729
met1: 279 / 89 / 0.02167
[power breakdown]
part / internal, mW / total (mW) / switching, mW / leakage, nW
clock network: 0.105 / 0.179 / 0.0739 / 0.0138
logic: 0.0445 / 0.0687 / 0.0242 / 0.176
registers: 0.282 / 0.286 / 0.00482 / 0.0750
total: 0.431 / 0.534 / 0.103 / 0.265
[synth_stat cells]
| cell | count |
|---|---|
| dfxtp_1 | 4 |
| edfxtp_1 | 4 |
| nor2_1 | 3 |
| a21bo_2 | 1 |
| a21oi_1 | 1 |
| ha_1 | 1 |
| mux2_4 | 1 |
| mux2i_1 | 1 |
| nand3b_1 | 1 |
| nand4_2 | 1 |
| nor2b_1 | 1 |
| xnor2_1 | 1 |
[repair_timing]
item / CTS / global route
setup endpoints to repair: 4 / 3
setup buffers: 2 / 0
gates resized: 7 / 3
[layout by cell type, fill, tap and decap left out]
cell type / n
clkdlybuf4s50_1: 4
mux2i_1: 1
edfxtp_1: 4
dlymetal6s2s_1: 3
dfxtp_1: 1
xnor2_1: 1
nor2_1: 3
mux2_4: 1
clkbuf_4: 3
dfxtp_2: 3
a21bo_2: 1
dlygate4sd2_1: 4
nand3b_1: 1
nand4_2: 1
a21oi_1: 1
ha_1: 1
buf_4: 6
nor2b_1: 1
[worst register-to-register path: cells and delay by family, from the launching register on]
kind                       cells  cell delay, ns
DFF                            1            0.32
adders and majority gates      1            0.20
buffers and inverters          1            0.14
AOI/OAI and AO/OA              2            0.32
[worst paths after layout]
| kind | end | start |
|---|---|---|
| max reg2reg | NextAdress[2] | NextAdress[0] |
| min reg2reg | BusOut[3] | NextAdress[3] |
| min | BusOut[3] | NextAdress[3] |
| max | BusOut[3] | BusOut[3] |
[final cells by class]
| type | instances | area (µm²) |
|---|---|---|
| well taps | 46 | 57.56 |
| multi-input cells | 12 | 98.84 |
| fillers | 378 | 2875 |
| clock buffers | 3 | 22.52 |
| repair buffers | 17 | 157.7 |
| flip-flops and latches | 8 | 203.9 |
[kinds of logic after synthesis]
family          Yosys count
fa+ha+maj                 1
mux                       2
flops                     8
simple gates              6
xor+xnor                  1
compound gates            2
Power figures rest on the tool's default switching activity, not on a simulated workload.
