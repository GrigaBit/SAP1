File: design/flow/config.mk
export PLATFORM = sky130hd
export DESIGN_NAME = RAM
export DESIGN_NICKNAME = RAM
export VERILOG_FILES = /design/flow/design.v
export SDC_FILE = /design/flow/constraint.sdc
export NUM_CORES = 4
export LEC_CHECK = 1
export CORE_UTILIZATION = 50
File: design/flow/constraint.sdc
current_design RAM

set clk_period 4.3
set clk_io_pct 0.2

create_clock -name clk0 -period $clk_period [get_ports {clk}]

set non_clock_inputs [all_inputs -no_clocks]
set_input_delay [expr $clk_period * $clk_io_pct] -clock clk0 $non_clock_inputs
set_output_delay [expr $clk_period * $clk_io_pct] -clock clk0 [all_outputs]
File: design/flow/design.v
module RAM (
    input clk,
    input [3:0] adress,
    input [7:0] data_in,
    output wire [7:0] data_out,
    input RO, 
    input RW 
);
reg[7:0] memory[0:15];
always @(posedge clk) begin
    if(!RW)begin
        memory[adress]<=data_in;
    end 
end
assign data_out=(RW&&RO)?memory[adress]:8'bz; 
endmodule
File: design/flow/run.sh
#!/bin/bash
# OpenROAD 26Q1-2900-gdf79404cd8, Yosys 0.63+post, stock flow scripts
make -C /OpenROAD-flow-scripts/flow DESIGN_CONFIG=/design/flow/config.mk WORK_HOME=/design/flow/orfs finish
==> notes.md <==
Status of the implementation.

- The via total after detailed routing is 2339, for reference.
- Per the timing report, the achievable frequency comes out to 267 MHz.
- In this run the worst path has a maximum fanout of 8.
- The row count is 35, for reference.
- The class of the most critical hold timing path is primary input to register, for reference.
- The count of final setup violators is 0, for reference.
- The count of nets left with antenna violations once routing finished came out at 0.
- Per the detail_route report, inserted antenna diodes total 0.
- A synthesized cell averages 22.0 sq um.
- STA puts the critical path data required time at 3.44 ns.
- The cell depth of the worst min-delay path is 3, for reference.
- The final timing report gives a worst setup slack of 0.553 ns.
- After global routing the overflow that remains totals 0.
- Dividing the detail-routed wire length by the instance count gives 22.9 microns.
- The share of layout cells above drive strength 1 is 25.7%, for reference.
- Setup repair after global routing left no endpoint under its margin.
- Of all cell types, the one taking the most synthesized area is edfxtp_1.
- Hold-check failures listed in the final report amount to 0.
- The most common library cell in the layout ignoring fill and taps is edfxtp_1, for reference.
- The filler-free cell count of the finished design is 401, for reference.
- The worst-case clock buffer depth is 2, for reference.
- The CTS H-tree depth is 4, for reference.
- The clock period could shrink to 3.75 ns.
- The number of antenna violations at the first check in global routing was 0.
- The proportion of total power due to net switching is 18.9%, for reference.
- CTS placed an instance of clkbuf_8 at the clock tree root.
- The final setup TNS is 0 ns, for reference.
- The per-cell via count in the routed design is 5.83, for reference.
- The actual slew at the worst max-slew pin is 1.01 ns, for reference.
- The register bank with the most flops is memory, for reference.
- The share of the core area taken by cells at floorplan is 52.4%.
- The count of pins over their slew limit is 0, for reference.
- The final weighted congestion recorded by global placement is 0.796.
- Buffers inserted to repair hold after CTS numbered 0.
- The netlist area before placement is 0.00491 sq mm, for reference.
- OpenSTA, run right after detailed placement, puts the worst setup slack at 0.589 ns.
- The final clock period utilization by the worst path is 87.1%, for reference.
- The number of global-route vias before repair is 2626.
- By startpoint and endpoint, the worst setup path is classified as primary input to primary output.
- The timing report gives the clock slew at the launch and capture registers of the worst setup and hold paths as 0.05 ns.
- The tool warning count is 26, for reference.
- Ranking logic cells in the layout by count gives the top entries edfxtp_1, mux4_2, clkdlybuf4s50_1.
- CTS saw 128 sinks.
- The register share after synthesis is 78.3%, for reference.
- The largest registers in the layout are memory: 128 flops.
- The number of distinct library cell variants in the gate-level netlist after synthesis is 17, for reference.
- Entering global routing, the biggest net connects 40 pins.
- The vertical die dimension reported for this design is 101 microns.
- The ratio of total power to cell area is 493 mW/mm^2, for reference.
- STA classifies the critical path endpoint as a primary output.
- The cell internal power dissipation is 2350 uW, for reference.
- The number of instances in the placed design is 370, for reference.
- The clock tree from TritonCTS is yes, for reference.
- After synthesis, the design contains 223 cells according to Yosys.
- The maximum resistive drop on vdd is 299 uV, for reference.
- The flow ran to the end, and the final reports show no timing, DRC or antenna violations.
- The portion of total power attributed to sequential cells is 48.6%, for reference.
- Combinational cells account for 5.0% of the total power.
- The total routing usage reported by global routing is 23.0%, for reference.
- Buffers placed on the I/O ports in this run total 21.
- The fill cell total of the finished layout is 660, for reference.
- The overall die size recorded for this design is 0.0102 sq mm.
- The core region is 0.00937 sq mm.
- The leakage dissipation is 0.00187 uW, for reference.
- The HPWL reported at the end of detailed placement is 5640 microns, for reference.
- Yosys reported a register bit count of 128.
- The post-cts sizing count is 0, for reference.
- The fraction of synthesized cell area taken by the top area cell type is 78.3%, for reference.
- The area overhead of the layout relative to synthesis is 19.5%, for reference.
- The analysis attributes to net switching a power of 546 uW.
- The design draws 2890 uW.
- Counting the warning lines in the Yosys log gives 2.
- For this run, the detailed router's first-pass iteration total came to 5.
- The post-detailed-routing wire length is 9200 microns, for reference.
- The headroom to the max-slew limit is 32.7%, for reference.
- Per the log, the first TritonRoute iteration ended with a DRC count of 156.
- The post-synthesis chip area from yosys is 0.00491 sq mm, for reference.
- The number of flip-flops in the largest register is 128, for reference.
- The kind of start point of the critical path is a primary input, for reference.
- 23 I/O pins were placed.
- In this run, the clock network consumes 46.4% of the power.
- Synthesis produced a netlist whose cell count is 223.
- The first-pass GRT wire length is 14500 microns, for reference.
- The number of maximum-capacitance violations is 0, for reference.
- Per the detail_route report, DRC violations left total 0.
- The number of buffers created by CTS is 17, for reference.
- Per the OpenROAD floorplan log, the width of the die is 101 microns.
- The post-CTS setup buffer count is 0, for reference.
- The data arrival time reported for the critical path is 2.89 ns.
- The main area contributors are edfxtp_1, mux4_2, a22oi_1, nor2_1, nand2_1.
## layout make-up
cell class,count,area (sq um),share of cell area [%]
clock buffer,20,425,7.25
tap,129,161,2.75
multi-input combinational,84,1000,17.1
timing repair buffer,29,290,4.95
sequential,128,3840,65.5
clock inverter,11,141,2.41
## layer usage
| metal | GRT usage (%) | up-vias | share of wire [%] |
|---|---|---|---|
| li1 | - | 1016 | - |
| met1 | 37.0 | 1163 | 38 |
| met2 | 33.3 | 150 | 50 |
| met3 | 12.8 | 10 | 12 |
| met4 | 2.45 | 0 | 0.78 |
| met5 | 0 | - | 0 |
## synthesized netlist by cell type
library cell and n:
edfxtp_1 128, mux4_2 32, a22oi_1 16, nor2_1 14, nand2_1 10, buf_1 4
nor3_1 4, buf_2 2, buf_6 2, clkbuf_1 2, nand2b_1 2, nor2b_1 2
and2_1 1, clkbuf_2 1, nand3b_1 1, or3_1 1, or3b_2 1
## critical path: stages
cell,delay [ns]
clkdlybuf4s50_1,0.55
nor2_1,0.61
a22oi_1,0.26
nand2_1,0.14
clkdlybuf4s50_1,0.46
## stage by stage
stage	util [%]	hold slack [ns]	instance area [sq um]
after floorplan	-	0.959	4910
after global placement	56.6	1.66	5300
after detailed placement	56.6	1.66	5300
after CTS	62.6	1.14	5870
after global routing	62.6	1.17	5870
final	62.6	1.13	5870
## power groups by stage
stage / clock, uW / sequential, uW / combinational, uW
4_1_cts: 1360 / 1410 / 147
5_1_grt: 1420 / 1410 / 159
6_report: 1340 / 1410 / 144
## logic make-up after synthesis
| logic type | share of synthesized area (%) |
|---|---|
| AND/OR/NAND/NOR | 3.34 |
| flip-flops | 78.3 |
| buffers and inverters | 1.22 |
| AND-OR/OR-AND | 2.45 |
| multiplexers | 14.7 |
## path summary, 6_finish.rpt
check | end | start | slack (ns)
max | data_out[2] | adress[2] | 0.55
min | memory[4][2]$_DFFE_PP_ | adress[0] | 1.13
No activity file was given, so power comes from the tool's default toggle rates.
